==> /design/flow/design.v <==
module JK_FF(input reset_n, input j, input k, input clk, output reg q, output reg q_);  
    initial begin
      q = 0;
      q_ = ~q;
    end
    always @(negedge clk) begin
        q = reset_n & (j&~q | ~k&q);
        q_ = ~reset_n | ~q;
    end
endmodule
module D_FF(input reset_n, input d, input clk, output q);   
    JK_FF D(reset_n, d, ~d, clk, q, _);
endmodule
module T_FF(input reset_n, input t, input clk, output q);   
    JK_FF T(reset_n, t, t, clk, q, _);
endmodule
module REG32(input reset_n, input [31:0] d, input clk, output [31:0] q);
    D_FF DFF32 [31:0](
        .reset_n(reset_n),
        .d(d[31:0]),
        .clk(clk),
        .q(q[31:0])
    );
endmodule
module Count8(input reset_n, input clk, output [2:0] count);
    T_FF T4(reset_n, 1'b1, count[0] & count[1], count[2]);
    T_FF T2(reset_n, 1'b1, count[0], count[1]);
    T_FF T1(reset_n, 1'b1, clk, count[0]);
endmodule
==> /design/flow/run.sh <==
#!/bin/bash
# OpenROAD 26Q1-2900-gdf79404cd8, Yosys 0.63+post, stock flow scripts
make -C /OpenROAD-flow-scripts/flow DESIGN_CONFIG=/design/flow/config.mk WORK_HOME=/design/flow/orfs finish
==> /design/flow/config.mk <==
export PLATFORM = sky130hd
export DESIGN_NAME = REG32
export DESIGN_NICKNAME = REG32
export VERILOG_FILES = /design/flow/design.v
export SDC_FILE = /design/flow/constraint.sdc
export NUM_CORES = 4
export LEC_CHECK = 1
export CORE_AREA = 10 10 109 109
export DIE_AREA = 0 0 119 119
export SYNTH_HDL_FRONTEND = slang
==> /design/flow/constraint.sdc <==
current_design REG32

set clk_period 1.0
set clk_io_pct 0.2

create_clock -name clk0 -period $clk_period [get_ports {clk}]

set non_clock_inputs [all_inputs -no_clocks]
set_input_delay [expr $clk_period * $clk_io_pct] -clock clk0 $non_clock_inputs
set_output_delay [expr $clk_period * $clk_io_pct] -clock clk0 [all_outputs]
==> results.py <==
# Flow results
metrics = {
    "run_status": {
        "status": "finished with violations",
        "failed_checks": "negative setup slack",
    },
    "placement": {
        "hpwl_mm": 2.47,
        "gp_congestion": 0.632,
        "port_buffers": 65,
        "place_ws_ps": -710,
        "dp_cells": 265,
    },
    "finish": {
        "fin_util_pct": 19.1,
        "most-common-layout-cells": "32 x inv_1, 32 x buf_2, 31 x and2_4",
        "layout-drive-gt1-share_pct": 46.2,
        "largest_reg_flops": 32,
        "fillCellCount": 1091,
        "areaGrowthSynthToFinish_pct": 61.4,
        "fin_cells": 307,
    },
    "logic_synthesis": {
        "yosysUniqueCellTypes": 5,
        "syn_area_sq_um": 1140,
        "ys_seq_share_pct": 56.2,
        "synth_top_area_share_pct": 56.2,
        "yosys_register_bits": 32,
        "syn_area_per_cell_sq_um": 11.4,
        "ys_warn_count": 0,
        "area_leaders": "dfxtp_1 56%, and2_2 21%, buf_4 21%, clkbuf_2 1.3%, inv_1 0.33%",
        "yosys_cells": 100,
        "synth.largest_area_cell": "dfxtp_1",
        "yosys_area_sq_um": 1140,
        "syn_inst": 100,
    },
    "final_timing": {
        "finalWorstSetupSlack_ps": -449,
        "tightest_slew_ps": 90.9,
        "maxSlewHeadroom_pct": 93.9,
        "setup_viol": 35,
        "finalHoldViolations": 0,
        "slew_viol_final": 0,
        "rsz0062_at_grt": "true",
    },
    "clocking": {
        "cts_max_level": 2,
        "clkSinkCount": 32,
        "clkTransAtPathRegs_ps": 30,
        "numCtsBuffers": 5,
        "cts_tree": "done",
        "cts_root_buf": "clkbuf_8",
        "clockBufferDepth": 2,
    },
    "detailed_routing": {
        "vias": 832,
        "wire_per_inst_microns": 10.5,
        "drc_errors": 0,
        "drtIter0Drc": 16,
        "wirelength_mm": 3.23,
        "viasPerCell": 2.71,
        "ant_nets": 0,
        "dr.pass1.iters": 3,
    },
    "global_route": {
        "grt_first_pass_wirelength_mm": 4.91,
        "track_usage_pct": 4.34,
        "overflow": 0,
        "grt_max_degree": 11,
        "grt_pass1_vias": 981,
        "antenna_found_initial": 1,
    },
    "flow_run": {
        "warnings": 60,
        "drv_cap": 0,
    },
    "power": {
        "ir_worst_vdd_uv": 453,
        "powerDensity_nw_per_um2": 1700,
        "leakagePower_nw": 1.00,
    },
    "critical_path": {
        "worstPathMaxFanout": 1,
        "critPathMaxStageDelay_ps": 290,
        "crit_type": "flop to primary output",
        "end_kind": "primary output",
        "cp_cell_sequence": "buf_2",
        "timing.critical_path.max_delay_family": "flip-flops",
        "start_kind": "flop",
        "startpoint": "DFF32[20].D.q",
        "cp_slowest_cell": "dfxtp_1",
        "arrival_ps": 1250,
        "critPathRequiredTime_ps": 800,
        "cp_num_buf_inv": 1,
    },
    "floorplanning": {
        "die_h_microns": 119,
        "fp-utilization_pct": 11.8,
        "rows": 36,
        "die-area_sq_um": 14200,
        "die_w_microns": 119,
        "coreArea_sq_um": 9640,
        "ios": 66,
    },
    "hold_path": {
        "hold_start": "d[0]",
        "hold_path.class": "input port to flop",
    },
}
==> cell type report <==
class | count | area, sq um | area share (%)
multi-input combinational | 32 | 279 | 15.2
clock buffer | 5 | 68.8 | 3.74
tap | 133 | 166 | 9.05
antenna | 1 | 2.50 | 0.136
timing repair buffer | 69 | 542 | 29.5
sequential | 32 | 644 | 35.0
clock inverter | 35 | 136 | 7.41
==> cells by family (layout without fill, tap and decap cells) <==
family	Yosys count	count (layout)	synth area share (%)
buf+inv	36	109	22.7
flops	32	32	56.2
simple gates	32	32	21.1
other cells	0	1	0
==> Yosys cell counts <==
master / count
clkbuf_2: 3
inv_1: 1
buf_4: 32
dfxtp_1: 32
and2_2: 32
==> what timing repair did <==
| action | CTS | global route |
|---|---|---|
| setup buffers | 0 | 0 |
| hold buffers | 0 | 0 |
| setup endpoints to repair | 64 | 35 |
| gates resized | 138 | 5 |
| cloned | 2 | 0 |
==> routing by layer <==
| layer | wire length (microns) | track usage [%] |
|---|---|---|
| met1 | 1200 | 4.23 |
| met2 | 1470 | 6.40 |
| met3 | 412 | 3.12 |
| met4 | 148 | 2.98 |
| met5 | 0 | 0 |
==> per-stage QoR <==
stage / area (sq um) / setup TNS, ps / total power (W) / hold WS (ps)
2_1_floorplan: 1240 / -4500 / 0.00179 / 836
3_3_place_gp: 1770 / -35390 / 0.00197 / 1290
3_5_place_dp: 1770 / -35750 / 0.00198 / 1290
4_1_cts: 1830 / -14440 / 0.00326 / 692
5_1_grt: 1840 / -15270 / 0.00344 / 586
6_report: 1840 / -13890 / 0.00313 / 593
==> where the power goes <==
part,internal (W),switching [W]
clock network,0.000646,0.000811
logic,0.000229,0.0000737
registers,0.00136,0.0000134
total,0.00223,0.000898
==> path summary, 6_finish.rpt <==
| check | slack (ps) | depth (start not counted) | endpoint |
|---|---|---|---|
| min | 590 | 2 | DFF32[0].D.q |
| max | -450 | 1 | q[20] |
Power figures rest on the tool's default switching activity, not on a simulated workload.
