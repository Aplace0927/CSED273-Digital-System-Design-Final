File: flow/run.sh
#!/bin/bash
# OpenROAD 26Q1-2900-gdf79404cd8, Yosys 0.63+post, stock flow scripts
make -C /OpenROAD-flow-scripts/flow DESIGN_CONFIG=/design/flow/config.mk WORK_HOME=/design/flow/orfs finish
File: flow/config.mk
export PLATFORM = sky130hd
export DESIGN_NAME = led_renderer
export DESIGN_NICKNAME = led_renderer
export VERILOG_FILES = /design/flow/design.v
export SDC_FILE = /design/flow/constraint.sdc
export NUM_CORES = 4
export LEC_CHECK = 1
export CORE_UTILIZATION = 30
File: flow/constraint.sdc
current_design led_renderer

set clk_period 5.0
set clk_io_pct 0.2

create_clock -name clk0 -period $clk_period [get_ports {clk}]

set non_clock_inputs [all_inputs -no_clocks]
set_input_delay [expr $clk_period * $clk_io_pct] -clock clk0 $non_clock_inputs
set_output_delay [expr $clk_period * $clk_io_pct] -clock clk0 [all_outputs]
File: flow/design.v
`timescale 1ns / 1ps
module CORDIC_FPGA (input clk, input [15:0] sw, output [3:0] ssSel,
					input btnCenter, input btnBottom, input btnLeft, input btnRight, input btnTop,
					output [7:0] ssDisp, output reg [15:0] led);
	reg [31:0] counter;
	reg [15:0] gbuf;
	wire [3:0] res;
	wire [255:0] FixedTrigVct;	 
	wire [31:0] intTrig [0:7];
	reg [3:0] StepState;
	wire c_out;
	reg blinker;
	initial begin
		StepState <= 0;
		counter <= 0;
		gbuf <= 16'b1111111111111111;
	end
	CORDIC Cordic(
    	.rad({1'b0, sw, 15'b0}),							 
    	.InitVectX(32'b01000000000000000000000000000000),	 
    	.InitVectY(32'b00000000000000000000000000000000),
    	.trig(FixedTrigVct)									 
	);
	Fixed32_APRX_4DIG INTMAKE_7(.ifpA({18'b0, FixedTrigVct[30+224:17+224]}), .ofpR(intTrig[7]));
	Fixed32_APRX_4DIG INTMAKE_6(.ifpA({18'b0, FixedTrigVct[30+192:17+192]}), .ofpR(intTrig[6]));
	Fixed32_APRX_4DIG INTMAKE_5(.ifpA({18'b0, FixedTrigVct[30+160:17+160]}), .ofpR(intTrig[5]));
	Fixed32_APRX_4DIG INTMAKE_4(.ifpA({18'b0, FixedTrigVct[30+128:17+128]}), .ofpR(intTrig[4]));
	Fixed32_APRX_4DIG INTMAKE_3(.ifpA({18'b0, FixedTrigVct[30+ 96:17+ 96]}), .ofpR(intTrig[3]));
	Fixed32_APRX_4DIG INTMAKE_2(.ifpA({18'b0, FixedTrigVct[30+ 64:17+ 64]}), .ofpR(intTrig[2]));
	Fixed32_APRX_4DIG INTMAKE_1(.ifpA({18'b0, FixedTrigVct[30+ 32:17+ 32]}), .ofpR(intTrig[1]));
	Fixed32_APRX_4DIG INTMAKE_0(.ifpA({18'b0, FixedTrigVct[30+  0:17+  0]}), .ofpR(intTrig[0]));
	led_renderer Renderer(
    	.graphics(gbuf),
    	.clk(clk),
    	.segSel(ssSel),
    	.seg(ssDisp)
	);
	always @(posedge clk) begin
		if(btnTop & StepState == 0) begin		 
			StepState <= 1;
		end
		if(btnRight & StepState == 1) begin
			StepState <= 2;
		end
		if(btnBottom & StepState == 2) begin
			StepState <= 3;
		end
		if(btnLeft & StepState == 3) begin
			StepState <= 4;
		end
		if(btnTop & StepState == 4) begin
			StepState <= 5;
		end
		if(btnRight & StepState == 5) begin
			StepState <= 6;
		end
		if(btnBottom & StepState == 6) begin
			StepState <= 7;
		end
		if(btnLeft & StepState == 7) begin
			StepState <= 0;
		end
		if(btnCenter & StepState == 7) begin	 
			StepState <= 0;
		end
		if(btnCenter & StepState != 7) begin	 
			StepState <= 7;
		end
	end
	always @(posedge clk) begin
		case (StepState)
		4'b0000: begin
			led = 16'h8000 | (intTrig[0] >= 10000);
			gbuf[3:0] <= (intTrig[0] / 1000) % 10;
			gbuf[7:4] <= (intTrig[0] / 100) % 10;
			gbuf[11:8] <= (intTrig[0] / 10) % 10;
			gbuf[15:12] <= intTrig[0] % 10;
		end
		4'b0001: begin
			led = 16'h4000 | (intTrig[1] >= 10000);
			gbuf[3:0] <= (intTrig[1] / 1000) % 10;
			gbuf[7:4] <= (intTrig[1] / 100) % 10;
			gbuf[11:8] <= (intTrig[1] / 10) % 10;
			gbuf[15:12] <= intTrig[1] % 10;
		end
		4'b0010: begin
			led = 16'h2000 | (intTrig[2] >= 10000);
			gbuf[3:0] <= (intTrig[2] / 1000) % 10;
			gbuf[7:4] <= (intTrig[2] / 100) % 10;
			gbuf[11:8] <= (intTrig[2] / 10) % 10;
			gbuf[15:12] <= intTrig[2] % 10;
		end
		4'b0011: begin
			led = 16'h1000 | (intTrig[3] >= 10000);
			gbuf[3:0] <= (intTrig[3] / 1000) % 10;
			gbuf[7:4] <= (intTrig[3] / 100) % 10;
			gbuf[11:8] <= (intTrig[3] / 10) % 10;
			gbuf[15:12] <= intTrig[3] % 10;
		end
		4'b0100: begin
			led = 16'h0800 | (intTrig[4] >= 10000);
			gbuf[3:0] <= (intTrig[4] / 1000) % 10;
			gbuf[7:4] <= (intTrig[4] / 100) % 10;
			gbuf[11:8] <= (intTrig[4] / 10) % 10;
			gbuf[15:12] <= intTrig[4] % 10;
		end
		4'b0101: begin
			led = 16'h0400 | (intTrig[5] >= 10000);
			gbuf[3:0] <= (intTrig[5] / 1000) % 10;
			gbuf[7:4] <= (intTrig[5] / 100) % 10;
			gbuf[11:8] <= (intTrig[5] / 10) % 10;
			gbuf[15:12] <= intTrig[5] % 10;
		end
		4'b0110: begin
			led = 16'h0200 | (intTrig[6] >= 10000);
			gbuf[3:0] <= (intTrig[6] / 1000) % 10;
			gbuf[7:4] <= (intTrig[6] / 100) % 10;
			gbuf[11:8] <= (intTrig[6] / 10) % 10;
			gbuf[15:12] <= intTrig[6] % 10;
		end
		4'b0111: begin
			led = 16'h0100 | (intTrig[7] >= 10000);
			gbuf[3:0] <= (intTrig[7] / 1000) % 10;
			gbuf[7:4] <= (intTrig[7] / 100) % 10;
			gbuf[11:8] <= (intTrig[7] / 10) % 10;
			gbuf[15:12] <= intTrig[7] % 10;
		end
		endcase
	end
endmodule
module led_renderer	(input [15:0] graphics, input clk, output reg [3:0] segSel, output reg [7:0] seg);
	integer counter;
	wire [7:0] res0, res1, res2, res3;
  	initial begin
    	counter <= 0;
    	segSel <= 14;
    	seg <= 8'b11111111;
  	end
  	bcd_to_7seg pos0 (.bcd(graphics[3:0]), .seg(res0));
	bcd_to_7seg pos1 (.bcd(graphics[7:4]), .seg(res1));
  	bcd_to_7seg pos2 (.bcd(graphics[11:8]), .seg(res2));
  	bcd_to_7seg pos3 (.bcd(graphics[15:12]), .seg(res3));
  	always @(posedge clk) begin
    	counter <= counter + 1;
    	if (counter == 100000) begin
      	counter <= 0;
		case (segSel)
			14: begin
				segSel <= 13;
				seg <= res1;
			end
			13: begin
				segSel <= 11;
				seg <= res2;
			end
			11: begin
				segSel <= 7;
				seg <= res3;
			end
			7: begin
				segSel <= 14;
				seg <= res0;
			end
		endcase
		end
	end
endmodule
module bcd_to_7seg (input [3:0] bcd, output reg [7:0] seg);
	always @(*) begin
    case (bcd)
		4'b0000: seg = 8'b11000000;   
		4'b0001: seg = 8'b11111001;   
		4'b0010: seg = 8'b10100100;   
		4'b0011: seg = 8'b10110000;   
		4'b0100: seg = 8'b10011001;   
		4'b0101: seg = 8'b10010010;   
		4'b0110: seg = 8'b10000010;   
		4'b0111: seg = 8'b11111000;   
		4'b1000: seg = 8'b10000000;   
		4'b1001: seg = 8'b10010000;   
		default: seg = 8'b11111111;
    endcase
  	end
endmodule
==> results.txt <==
Implementation summary

Traced cell by cell, the critical path runs through clkdlybuf4s50_1 > inv_1 > ha_1 > nor2_1 > nor3_1 > nor3_1 > o21ai_0. The transition at the pin with the smallest max-transition slack is a little over 0.6 ns. The post-cts hold-fix buffer tally is 0. The leakage component of the power was reported as 1.19 nW.

The cell type with the highest occurrence count on the critical path is sky130_fd_sc_hd__nor3_1. The worst slew margin relative to its limit is 59.6%. Ranked by instance count, the synthesized netlist is headed by sky130_fd_sc_hd__dfxtp_1, sky130_fd_sc_hd__ha_1, sky130_fd_sc_hd__a21oi_1, sky130_fd_sc_hd__nor2_1, sky130_fd_sc_hd__xnor2_1. Post-CTS repair ended up resizing 0 cells. Sorting the Yosys area breakdown by cell type puts at the top sky130_fd_sc_hd__dfxtp_1.

The length of the first detailed-routing pass in iterations is 4. The sum of negative setup slack is 0 ns. Per the final timing report, the hold violations number 0.

The slack of the critical path is about 2.4 ns. The weighted congestion reported at the end of routability-driven placement is 0.822. The global-route wire length before repair is 8.71 mm.

The number of cell instances after yosys synthesis is between 200 and 300. The number of enable-type register cells in the synthesized netlist is 11. The type of the tightest min-delay check is reg2reg. The leftover overflow at the end of global routing is 0.

Counting both buffers and inverters, the worst setup path holds a total of 2. The share of the core area taken by cells at floorplan is 31.0%. The top cell type by area accounts for 23.7% of the synthesized area. The overall die height is ~97 um. Summing all placed instances gives a cell area of 3090 um2. For the worst-skew pair, the clock arrives at the later sink with an insertion delay of between 0.2 and 0.3 ns.

Per the OpenROAD floorplan log, the area of the die is 9410 um2. The number of non-filler instances in the completed layout is 432. The H-tree was split into 2 levels. Yosys reported that registers with async set or reset make up 0%. Setup repair after global routing left no endpoint under its margin. Of all nets on the critical path, the largest fanout is 7.

The worst setup path is launched from an input pin. The via density per instance is 4.81. Compared with the post-synthesis result, the final layout area differs by 19.0%.

Power spread over the standard cell area amounts to 230 nW/um2. For this design the top-level I/O count stands at 29. The number of buffers inserted during clock tree synthesis is 5. Dividing the detail-routed wire length by the instance count gives 12.0 um. For this run the top cell type by instance count after synthesis was sky130_fd_sc_hd__dfxtp_1. Entering global routing, the biggest net connects 15 pins. Setup slack on the worst path after placement came out at 2.14 ns.

The initialized floorplan defines 34 standard-cell rows. The TritonCTS clock tree is yes. The peak supply drop is 133 uV.

The tree is rooted in a sky130_fd_sc_hd__clkbuf_8. The cell at the slowest stage of the critical path is sky130_fd_sc_hd__clkdlybuf4s50_1. The final wirelength is 5.17 mm. The achievable frequency is 388 MHz. Grouping stages by cell kind, the critical path spends the most delay in buffers and inverters. The quantity of I/O buffers inserted on ports is 27. The time the final worst path needs with I/O delays and setup is 2.58 ns. In the Yosys report, the sequential cells make up 35.9% of the chip area. The CTS clock-pin slew for the worst setup and hold paths is roughly 0.08 ns.

The number of antenna violations at the first check in global routing came to 0. The via count of the routed design is 2080. In this run, the number of DRC markers left after iteration 0 of detailed routing was 68. The most critical hold endpoint after final layout shows a slack of 0.478 ns. The critical path class is in2reg. The run finished with clean final reports.

Per the final layout report, the fraction of cells sized above drive strength 1 comes to 6.48%. The total of endpoints with negative setup slack in the final report is 0. In this run the remaining antenna-violating nets after routing total 0. The global router's overall resource usage is 11.2%.

Yosys printed 2 warnings. The number of global-route vias before repair is 1881. The placed cell count is 424.

Per the detail_route report, inserted antenna diodes total 0. The count of warning messages emitted by the tools is 45. After synthesis, the cell types taking the most area are sky130_fd_sc_hd__dfxtp_1, sky130_fd_sc_hd__edfxtp_1, sky130_fd_sc_hd__ha_1. The area recorded from the Yosys report for this design is 2710 um2. The post-synthesis cell area is about 2700 um2. On the worst path, the slowest cell contributes a delay of between 0.6 and 0.7 ns. The synthesized instance count is 296. Per the OpenROAD floorplan log, the width of the die is 97 um.

The number of synthesized register bits is 43. The primary flip-flop cell chosen by synthesis mapping is sky130_fd_sc_hd__dfxtp_1. After routing the design area is roughly 3200 um2. Per the final report, max-transition violations number 0. The core region is 8720 um2. The required time at the endpoint of the critical path is 5.02 ns.

The tool flagged a number of max-cap violations equal to 0. Dividing the synthesized area by the synthesized cell count gives between 9 and 10 um2. The maximum clock skew at final layout is 0.00685 ns. The maximum clock path buffer count is 2.

Detailed placement finished with a half-perimeter wire length of 3.92 mm. The post-CTS setup repair buffer count is 0. The endpoint arrival time on the critical path is 2.60 ns.

The share of the cycle needed by the critical path after routing is between 50% and 60%. The number of remaining DRC errors is 0. The kind of capture point of the worst setup path is a flip-flop. The number of distinct library cells after synthesis is 49. For this design, the sink count on the clock tree is about 43.
layout by cell type (no fill, tap or decap), types with 4 or more instances in the layout:
cell,count
sky130_fd_sc_hd__nand2b_1,11
sky130_fd_sc_hd__ha_1,25
sky130_fd_sc_hd__xnor2_1,24
sky130_fd_sc_hd__edfxtp_1,11
sky130_fd_sc_hd__o21ai_0,10
sky130_fd_sc_hd__and3_1,4
sky130_fd_sc_hd__clkbuf_8,5
sky130_fd_sc_hd__nor4_1,6
sky130_fd_sc_hd__dfxtp_1,32
sky130_fd_sc_hd__nand4_1,8
sky130_fd_sc_hd__nand3_1,14
sky130_fd_sc_hd__nor2_1,24
sky130_fd_sc_hd__inv_1,19
sky130_fd_sc_hd__nand2_1,11
sky130_fd_sc_hd__xor2_1,9
sky130_fd_sc_hd__clkdlybuf4s50_1,27
sky130_fd_sc_hd__a21oi_1,24
sky130_fd_sc_hd__nor3_1,7
where the power goes:
part           leakage, nW  internal, W  switching [W]
clock network       0.0644     0.000199       0.000119
logic                0.738    0.0000314      0.0000364
registers            0.385     0.000355              0
total                 1.19     0.000585       0.000156
layer usage:
layer / share of wire, % / track usage (%) / up-vias
met5: 0 / 0 / -
met4: 0.35 / 1.03 / 0
met3: 3.7 / 1.54 / 2
met2: 46 / 18.0 / 28
met1: 50 / 17.1 / 942
li1: - / - / 1108
kinds of logic (layout without fill, tap and decap cells):
logic type,after synthesis,count (layout),synth area share [%]
and+or+nand+nor,110,110,24.8
AOI/OAI and AO/OA,56,56,12.7
DFF,43,43,35.9
xor gates and xnor gates,33,33,10.7
buffers and inverters,27,55,3.93
adders and majority gates,25,25,11.6
other,1,1,0.138
muxes,1,1,0.370
path summary, 6_finish.rpt:
check | from | end | slack [ns] | depth (start not counted)
worst max-delay path | graphics[13] | seg[1] | 2.42 | 7
worst min-delay path | counter[31] | counter[31] | 0.48 | 1
worst max register to register | counter[0] | counter[2] | 3.14 | 6
worst min register to register | counter[31] | counter[31] | 0.48 | 1
per-stage QoR:
step | power (W) | util [%]
after floorplan | 0.000404 | -
after global placement | 0.000431 | 35.4
after detailed placement | 0.000431 | 35.4
after CTS | 0.000750 | 36.9
after global routing | 0.000772 | 36.9
final | 0.000741 | 36.9
sequential cells by signal (all words and copies together), names as in the netlist:
signal   count
segSel       4
counter     32
seg          7
layout make-up:
cell class / instances / area, um2
repair buffers: 28 / 278
clock buffers: 5 / 68.8
multi-input cells: 226 / 1630
clock inverters: 3 / 67.6
flip-flops and latches: 43 / 971
inverters: 19 / 71.3
well taps: 108 / 135
fillers: 854 / 5500
worst register-to-register path: cells and delay by family, from the launching register on:
kind / cells / cell delay [ns]
adders and majority gates: 1 / 0.15
buffers and inverters: 1 / 0.08
and+or+nand+nor: 4 / 1.14
DFF: 1 / 0.37
Power figures rest on the tool's default switching activity, not on a simulated workload.
